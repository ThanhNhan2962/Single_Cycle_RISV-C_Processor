<file path="design.v">
module regfile (
   input  logic        i_clk,            
   input  logic        i_rst,            
   input  logic        i_rd_wren,        
   input  logic [4:0]  i_rd_addr,        
   input  logic [4:0]  i_rs1_addr,       
   input  logic [4:0]  i_rs2_addr,       
   input  logic [31:0] i_rd_data,        
   output logic [31:0] o_rs1_data,       
   output logic [31:0] o_rs2_data        
);
   logic [31:0] register_file [31:0];
   always_comb begin
      o_rs1_data = register_file[i_rs1_addr];   
      o_rs2_data = register_file[i_rs2_addr];   
   end
   always_ff @(posedge i_clk) begin
      if (!i_rst) begin
         for (int i = 0; i < 32; i++) begin
            register_file[i] <= 32'b0;
         end
      end else if (i_rd_wren) begin
         if (i_rd_addr == 5'b0) begin
            register_file[5'b0] <= 32'b0;
         end else begin
            register_file[i_rd_addr] <= i_rd_data;
         end
      end
   end
endmodule : regfile
</file>
<file path="run.sh">
#!/bin/bash
# OpenROAD 26Q1-2900-gdf79404cd8, Yosys 0.63+post, stock flow scripts
make -C /OpenROAD-flow-scripts/flow DESIGN_CONFIG=/design/flow/config.mk WORK_HOME=/design/flow/orfs finish
</file>
<file path="config.mk">
export PLATFORM = sky130hd
export DESIGN_NAME = regfile
export DESIGN_NICKNAME = regfile
export VERILOG_FILES = /design/flow/design.v
export SDC_FILE = /design/flow/constraint.sdc
export NUM_CORES = 4
export LEC_CHECK = 1
export CORE_UTILIZATION = 50
</file>
<file path="constraint.sdc">
current_design regfile

set clk_period 16.6
set clk_io_pct 0.2

create_clock -name clk0 -period $clk_period [get_ports {i_clk}]

set non_clock_inputs [all_inputs -no_clocks]
set_input_delay [expr $clk_period * $clk_io_pct] -clock clk0 $non_clock_inputs
set_output_delay [expr $clk_period * $clk_io_pct] -clock clk0 [all_outputs]
</file>
==> run summary <==
Synthesis and place-and-route results.

- The flow ran to the end, and the final reports show no timing, DRC or antenna violations.
- After synthesis, the chip area reported by Yosys is about 0.056 mm2.
- The family of cells with the greatest summed delay on the critical path is buffers and inverters.
- The first global-routing pass estimated ~280000 um of wire.
- Counting pins that exceed their max-slew limit in the final report gives 0.
- Measured on the finished design, the core utilization comes to 56.4%.
- The clock period minus worst slack is between 10 and 15 ns.
- The peak fanout along the critical path is ~43.
- The floorplan step defined a die boundary enclosing between 0.1 and 0.15 mm2.
- The total tool warning count is 27.
- In this run the power density over the cells is ~100 mW/mm2.
- The routed layout has 38400 vias.
- The tightest min-delay check is of the in -> reg type.
- TritonCTS built the clock tree.
- Per the post-route antenna check, the number of violating nets is 0.
- The slew check shows that the tightest pin keeps a relative margin of 36.1%.
- The number of distinct library cells after synthesis is 31.
- The largest net degree at the start of global routing is approximately 86.
- Across the VDD grid, the largest voltage drop is between 0.00007 and 0.00008 V.
- The last timing report of the flow puts the setup violation total at 0.
- The critical path's slowest cell is sky130_fd_sc_hd__nor2b_4.
- The initial utilization of the core area, before any placement, comes to roughly half.
- The signal on the critical path passes through clkdlybuf4s50_1, nor2b_4, buf_4, buf_4, a22o_1, nor3_1, a31oi_1, nand3_1, clkdlybuf4s50_1.
- The synthesized area is 0.0559 mm2.
- The combinational share of power is 12.0%.
- The weighted congestion at the end of routability-driven global placement is between 0.9 and 1.
- The final power report lists total power as ~6300 uW.
- Endpoints failing hold in the final report were tallied at 0.
- The via count of the first global-routing pass came to between 30000 and 40000.
- TritonCTS reports the number of clock sinks as between 1000 and 1500.
- Sorting the synthesized cells by area gives the leading types as sky130_fd_sc_hd__edfxtp_1 55%, sky130_fd_sc_hd__mux2i_1 18%, sky130_fd_sc_hd__and2_1 11%.
- The register with the most flip-flops in the layout has 1024 of them.
- The post-synthesis area per instance is roughly 12 um2.
- The mean number of vias per cell is just over 6.
- The final critical path takes up about 65% of the cycle.
- In the post-route report, total wirelength is listed as about 200000 um.
- The arrival time at the worst endpoint is 7.48 ns.
- The area growth from synthesis to layout is 11.7%.
- The registers reported with the highest flop counts are register_file: 1024 flops.
- The internal portion of the total power is around 4700 uW.
- The vertical die size is ~340 um.
- The number of gates given a new drive strength after cts is 0.
- The switching power of the nets is 1630 uW.
- According to the report, the first pass of detailed routing completed in 6 iterations.
- The power report puts the leakage power at approximately 0.024 uW.
- Warnings reported by Yosys during synthesis add up to 1.
- After clock tree synthesis, the setup repair step added 0 buffers.
- The count of buffers from port buffering is between 100 and 150.
- The top-level port count is ~110.
- The synthesis-stage register bit count is slightly above 1000.
- The maximum clock frequency is 92.6 MHz.
- The count of max-cap constraint violations is 0.
- The chip width is about 340 um.
- Global routing consumed, over all layers together, approximately two fifths of the routing resources.
- Looking at the clock tree report, the root buffer type is sky130_fd_sc_hd__clkbuf_16.
- The number of cell instances after yosys synthesis is ~4600.
- STA puts the critical path data required time at 13.28 ns.
- The worst setup path is captured at an output pin.
- The power report attributes to the sequential group a share of between 40 and 50%.
- The clock tree synthesis step divided the H-tree into 3 levels.
- The cell count after synthesis is around 4600.
- Per the post-CTS timing run, clock transition at the registers of the reported paths is around 0.06 ns.
- Summed over all layers, the global routing overflow is 0.
- The library cells used most frequently in the layout, excluding fill and tap cells, are 1024 x sky130_fd_sc_hd__mux2i_1, 1024 x sky130_fd_sc_hd__edfxtp_1, 992 x sky130_fd_sc_hd__and2_1.
- The launch point of the critical path was reported as i_rs2_addr[2].
- In this run switching power makes up 25.6% of total power.
- The worst setup path is launched from an input pin.
- The instance count after placement with tap cells included is roughly 6000.
- The initial antenna violation count is 19.
- After floorplanning, the core was sized to cover between 0.1 and 0.15 mm2.
- Note, the detailed placer reported a final HPWL of between 100000 and 150000 um.
- In the final routed layout, each cell accounts on average for about 33 um.
- The startpoint-to-endpoint class of the critical path is in -> out.
- The violation tally from detailed-route iteration zero is between 2000 and 3000.
- The longest individual stage delay on the worst path is around 0.83 ns.
- The area share of the leading cell type in the synthesized netlist is a little under three fifths.
- The fraction of layout cells with a size suffix above 1 is 8.87%.
- More flip-flops sit in one register than any other, and that register is register_file.
- The flow reports that the clock network draws 39.8% of the design power.
- Setup repair after global routing left no endpoint under its margin.
- The number of remaining DRC errors is 0.
- The clock buffer count from CTS is roughly 120.
- STA lists the startpoint of the worst hold path as i_rst.
- The slew at the pin with the worst max-slew slack is 0.956 ns.
- The share of synthesized area occupied by flip-flops and latches is 55.0%.
- After the flow finishes, the layout carries non-filler instances totaling between 6000 and 7000.
- The post-cts hold-fix buffer tally is 0.
- The number of buffers on the longest clock path is 3.
- The number of rows in the core area is around 120.
- Of all cell types, the one taking the most synthesized area is sky130_fd_sc_hd__edfxtp_1.
- The post-route setup TNS is 0 ns.
- The total buffers and inverters traversed by the critical path is 4.
[metrics by stage]
stage / hold WS [ns] / area [um2] / setup slack, ns
final: 3.43 / 62400 / 5.80
after CTS: 3.38 / 62300 / 5.94
after floorplan: 3.52 / 56000 / 8.84
after global routing: 3.43 / 62300 / 5.80
after global placement: 4.13 / 58700 / 5.99
after detailed placement: 4.13 / 58700 / 5.97
[cell families (layout without fill, tap and decap cells)]
kind of cell,after synthesis,after routing,synth area share (%)
mux,1024,1024,18.3
buf+inv,452,496,3.84
compound gates,598,598,7.22
flops,1024,1024,55.0
simple gates,1514,1514,15.5
other cells,1,48,0.00671
[cells in the mapped netlist]
cell type,number
sky130_fd_sc_hd__nor2_1,13
sky130_fd_sc_hd__edfxtp_1,1024
sky130_fd_sc_hd__conb_1,1
sky130_fd_sc_hd__o31ai_1,1
sky130_fd_sc_hd__buf_6,14
sky130_fd_sc_hd__nand2b_1,18
sky130_fd_sc_hd__nand4b_1,1
sky130_fd_sc_hd__or3_1,1
sky130_fd_sc_hd__o21ai_0,21
sky130_fd_sc_hd__nor3_1,64
sky130_fd_sc_hd__clkbuf_1,249
sky130_fd_sc_hd__nor3_2,10
sky130_fd_sc_hd__nand3b_1,2
sky130_fd_sc_hd__nor2b_1,4
sky130_fd_sc_hd__a21oi_1,192
sky130_fd_sc_hd__nand3_1,193
sky130_fd_sc_hd__a22o_1,128
sky130_fd_sc_hd__clkbuf_2,21
sky130_fd_sc_hd__buf_1,32
sky130_fd_sc_hd__or2_2,2
sky130_fd_sc_hd__a31oi_1,64
sky130_fd_sc_hd__buf_4,58
sky130_fd_sc_hd__nor2_2,12
sky130_fd_sc_hd__nand4_2,1
sky130_fd_sc_hd__and2_1,994
sky130_fd_sc_hd__mux2i_1,1024
sky130_fd_sc_hd__nand4b_2,1
sky130_fd_sc_hd__buf_2,78
sky130_fd_sc_hd__or3_4,1
sky130_fd_sc_hd__a22oi_1,192
sky130_fd_sc_hd__nand2_1,197
[routing by layer]
layer / wire, um / share of wire (%) / track usage, %
met1: 72000 / 36 / 51.5
met2: 89400 / 44 / 54.4
met3: 32600 / 16 / 25.8
met4: 8190 / 4.0 / 13.3
met5: 157 / 0.078 / 1.06
[cell type report]
class | instances | area [um2]
diodes | 16 | 40.0
repair buffers | 285 | 2440
flip-flops and latches | 1024 | 30700
multi-input cells | 3168 | 23600
clock buffers | 142 | 3040
fillers | 8977 | 48300
well taps | 1488 | 1860
clock inverters | 69 | 629
[power by group through the flow]
| stage | clock network (uW) | logic (uW) | registers (uW) |
|---|---|---|---|
| 4_1_cts | 2550 | 751 | 3060 |
| 5_1_grt | 2640 | 803 | 3080 |
| 6_report | 2530 | 764 | 3060 |
[path summary, 6_finish.rpt]
| kind | to | depth (start not counted) |
|---|---|---|
| setup / recovery | o_rs2_data[19] | 9 |
| hold / removal | register_file[4][0] | 4 |
Power and IR drop assume default switching activity.
