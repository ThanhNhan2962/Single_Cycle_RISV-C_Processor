===== flow/design.v =====
module brc (
	input  logic 		  i_br_un,
	input  logic [31:0] i_rs1_data,
	input  logic [31:0] i_rs2_data,
	output logic		  o_br_less,	
	output logic		  o_br_equal
);
	logic signed_br_less;
	logic unsigned_br_less;
	logic signed_br_equal;
	logic unsigned_br_equal;
	mux2to1_1bit mux_br_less (
		.i_data1 (unsigned_br_less),
		.i_data0 (signed_br_less),
		.i_sel   (i_br_un),
		.o_data  (o_br_less)
	);
	mux2to1_1bit mux_br_equal (
		.i_data1 (unsigned_br_equal),
		.i_data0	(signed_br_equal),
		.i_sel   (i_br_un),
		.o_data  (o_br_equal)
	);
	signed_32bit_comparator sign_compare(
		.i_rs1_data			 (i_rs1_data),
		.i_rs2_data 		 (i_rs2_data),
		.o_signed_br_less  (signed_br_less),
		.o_signed_br_equal (signed_br_equal)
	);
	unsigned_32bit_comparator unsign_compare (
		.i_rs1_data 		   (i_rs1_data),
		.i_rs2_data			   (i_rs2_data),
		.o_unsigned_br_less  (unsigned_br_less),
		.o_unsigned_br_equal (unsigned_br_equal)
	);
endmodule: brc
module signed_32bit_comparator (
    input  logic [31:0] i_rs1_data,         
    input  logic [31:0] i_rs2_data,         
    output logic o_signed_br_less,          
    output logic o_signed_br_equal          
);
    logic [31:0] b_com;         
    logic [31:0] o_diff;        
    logic o_co;                 
    logic a_sign, b_sign, diff_sign;  
    assign b_com = ~i_rs2_data;
    full_adder_32bit fa3 (
        .a(i_rs1_data), 
        .b(b_com), 
        .ci(1'b1), 
        .s(o_diff), 
        .co(o_co)
    );
    assign a_sign = i_rs1_data[31];
    assign b_sign = i_rs2_data[31];
    assign diff_sign = o_diff[31];
    always_comb begin
        if (a_sign != b_sign) begin
            o_signed_br_less = a_sign;
        end else begin
            o_signed_br_less = diff_sign;
        end
        o_signed_br_equal = (o_diff == 32'b0);
    end
endmodule: signed_32bit_comparator
module unsigned_32bit_comparator (
    input  logic [31:0] i_rs1_data,         
    input  logic [31:0] i_rs2_data,         
    output logic o_unsigned_br_less,        
    output logic o_unsigned_br_equal        
);
    logic [31:0] b_com;         
    logic [31:0] o_diff;        
    logic o_co;                 
    logic diff_sign;            
    assign b_com = ~i_rs2_data;
    full_adder_32bit fa4 (
        .a(i_rs1_data), 
        .b(b_com), 
        .ci(1'b1), 
        .s(o_diff), 
        .co(o_co)
    );
    assign diff_sign = o_diff[31];
    always_comb begin
        o_unsigned_br_equal = (o_diff == 32'b0);
        o_unsigned_br_less = diff_sign;
    end
endmodule: unsigned_32bit_comparator
module mux2to1_1bit (
	input logic i_data1,
	input logic i_data0,
	input logic i_sel,
	output logic o_data
);
	assign o_data = (i_sel) ? i_data1 : i_data0;
endmodule: mux2to1_1bit
module full_adder_32bit (
	input  logic [31:0] a,       
   input  logic [31:0] b,       
   input  logic ci,             
   output logic [31:0] s,       
   output logic co              
);
   logic [2:0] carry;           
   full_adder_8bit fa0 (.a(a[7:0]),   .b(b[7:0]),   .ci(ci), .s(s[7:0]),   .co(carry[0]));
   full_adder_8bit fa1 (.a(a[15:8]),  .b(b[15:8]),  .ci(carry[0]),   .s(s[15:8]),  .co(carry[1]));
   full_adder_8bit fa2 (.a(a[23:16]), .b(b[23:16]), .ci(carry[1]),   .s(s[23:16]), .co(carry[2]));
   full_adder_8bit fa3 (.a(a[31:24]), .b(b[31:24]), .ci(carry[2]),   .s(s[31:24]), .co(co));
endmodule: full_adder_32bit
module full_adder_1bit (
	input  logic a,    
   input  logic b,    
   input  logic ci,   
   output logic s,    
   output logic co    
);
   always_comb begin
       s = a ^ b ^ ci;                 
       co = (a & b) | (ci & (a ^ b));  
   end
endmodule: full_adder_1bit
module full_adder_8bit (
   input  logic [7:0] a,   
   input  logic [7:0] b,   
   input  logic ci,        
   output logic [7:0] s,   
   output logic co         
);
   logic [6:0] carry;  
   full_adder_1bit fa0 (.a(a[0]), .b(b[0]), .ci(ci),       .s(s[0]), .co(carry[0]));
   full_adder_1bit fa1 (.a(a[1]), .b(b[1]), .ci(carry[0]), .s(s[1]), .co(carry[1]));
   full_adder_1bit fa2 (.a(a[2]), .b(b[2]), .ci(carry[1]), .s(s[2]), .co(carry[2]));
   full_adder_1bit fa3 (.a(a[3]), .b(b[3]), .ci(carry[2]), .s(s[3]), .co(carry[3]));
   full_adder_1bit fa4 (.a(a[4]), .b(b[4]), .ci(carry[3]), .s(s[4]), .co(carry[4]));
   full_adder_1bit fa5 (.a(a[5]), .b(b[5]), .ci(carry[4]), .s(s[5]), .co(carry[5]));
   full_adder_1bit fa6 (.a(a[6]), .b(b[6]), .ci(carry[5]), .s(s[6]), .co(carry[6]));
   full_adder_1bit fa7 (.a(a[7]), .b(b[7]), .ci(carry[6]), .s(s[7]), .co(co));
endmodule: full_adder_8bit

===== flow/run.sh =====
#!/bin/bash
# OpenROAD 26Q1-2900-gdf79404cd8, Yosys 0.63+post, stock flow scripts
make -C /OpenROAD-flow-scripts/flow DESIGN_CONFIG=/design/flow/config.mk WORK_HOME=/design/flow/orfs finish

===== flow/config.mk =====
export PLATFORM = sky130hd
export DESIGN_NAME = brc
export DESIGN_NICKNAME = brc
export VERILOG_FILES = /design/flow/design.v
export SDC_FILE = /design/flow/constraint.sdc
export NUM_CORES = 4
export LEC_CHECK = 1
export CORE_AREA = 10 10 112 112
export DIE_AREA = 0 0 122 122

===== flow/constraint.sdc =====
current_design brc

set clk_period 28.0
set clk_io_pct 0.2

create_clock -name clk0 -period $clk_period

set non_clock_inputs [all_inputs -no_clocks]
set_input_delay [expr $clk_period * $clk_io_pct] -clock clk0 $non_clock_inputs
set_output_delay [expr $clk_period * $clk_io_pct] -clock clk0 [all_outputs]

==> metrics.cfg <==
[synthesis]
synth-xor-area-share_pct = 0
sequential_share_of_the_synthesized_area_pct = 0
yosys_area_um2 = 846
post_synth.cell_area_avg_um2 = 10.7
share_of_synthesized_cell_area_in_and_or_and_or_and_compound_cells_pct = 0
ys_sh_adder_pct = 74.9
netlist.area_leader.share_pct = 73.4
synth_area_um2 = 846
biggest_area_cells = sky130_fd_sc_hd__fa_1 (73%), sky130_fd_sc_hd__inv_1 (16%), sky130_fd_sc_hd__nand4_1 (5.2%), sky130_fd_sc_hd__or4_1 (1.8%), sky130_fd_sc_hd__ha_1 (1.5%)
post_synth_mux_area_share_pct = 1.18
and_or_nand_nor_area_share_pct = 8.43
yosysTopAreaCell = sky130_fd_sc_hd__fa_1
synth_warnings = 3
postSynthCellCount = 79
ys_types = 8
synth_stat.cells = 79
yosys-dominant-comb-family = adder cells

[routing]
route.detailed.vias_per_inst = 2.66
ant_nets = 0
drt_pass1_iterations = 2
detailedRoute.firstIterationViolations = 3
drc_errors = 0
detail_route.antenna_diodes = 0
routed_wirelength_um = 3240
num_vias = 751
routedWlPerCell_um = 11.5

[layout]
flop-count = 0
final.clkbuf_count = 0
final_layout_size_suffix_gt1_share_pct = 0
layout.area.comb_um2 = 714
n_fill_cell = 1121
layout-area-overhead-vs-synth_pct = 99.4
register_area_um2 = 0

[grt]
first_pass_grt_wire_length_um = 4910
via_count_of_the_first_global_routing_pass = 900
grt_usage_pct = 4.35
antenna_violations_before_repair = 0
grt_max_degree = 3
overflow = 0

[setup_path]
crit_path_frequent_cell = sky130_fd_sc_hd__fa_1
timing.critical_path.slowest_cell_delay_ns = 0.55
start_kind = primary input
crit_type = in2out
cp_data_required_time_ns = 22.40
crit_path_end_kind = output port
critPathArrivalTime_ns = 19.97
worst_path_max_delay_cell = sky130_fd_sc_hd__fa_1
critical_path.n_buffers_inverters = 5
crit_family = adder cells
critical_path_peak_fanout = 2

[outcome]
status = finished, final reports clean

[timing]
layout_worst_path_cycle_share_pct = 91.3
timing.max_slew.rel_slack_pct = 91.6
finalCriticalPeriod_ns = 25.57
final.setup.tns_ns = 0
final-hold-violation-count = 0
grt_setup_unrepaired = false
fmax_mhz = 39.1
fin_hold_ws_ns = 12.15
finalMaxSlewViolations = 0
slew_of_the_pin_with_the_lowest_slew_margin_ns = 0.123
setup_violators_final = 0

[power_and_ir_drop]
power_density_normalized_to_cell_area_nw_per_um2 = 15.1
p_total_mw = 0.0255
leakagePower_nw = 0.695
ir_worst_vdd_mv = 0.00486

[placement]
globalplace.congestion = 0.781
dp_hpwl_um = 3260
port_buffers = 67

[floorplanning]
die_height_um = 122
design.die.area_um2 = 14900
ioPinCount = 67
initial_core_util_pct = 8.27
floorplan.die.width_um = 122
fp-row-count = 37
core-area_um2 = 10200

[run]
timing.max_cap.violations = 0
log_warnings = 32

[cts]
cts_post_setup_buffers_inserted = 0
post_cts.resized_instances = 0
cts_hold_buffers = 0

[min_path]
hold_path_class = in2out

## placed cells by master, fill, tap and decap left out
cell	synthesis	routed
sky130_fd_sc_hd__clkdlybuf4s50_1	0	67
sky130_fd_sc_hd__inv_1	35	35
sky130_fd_sc_hd__fa_1	31	31
sky130_fd_sc_hd__nand4_1	7	7
sky130_fd_sc_hd__or4_1	2	2
sky130_fd_sc_hd__nand4b_1	1	1
sky130_fd_sc_hd__nor2_1	1	1
sky130_fd_sc_hd__mux2i_1	1	1
sky130_fd_sc_hd__ha_1	1	1
## cell usage after synthesis
cell type / count
sky130_fd_sc_hd__inv_1: 35
sky130_fd_sc_hd__fa_1: 31
sky130_fd_sc_hd__nand4_1: 7
sky130_fd_sc_hd__or4_1: 2
sky130_fd_sc_hd__ha_1: 1
sky130_fd_sc_hd__mux2i_1: 1
sky130_fd_sc_hd__nand4b_1: 1
sky130_fd_sc_hd__nor2_1: 1
## worst min-delay path, delay by kind of cell
family | cells | cell delay, ns
buffers and inverters | 2 | 0.83
muxes | 1 | 0.12
## report_power, final
part	internal [mW]	switching [mW]	total, mW
combinational	0.0154	0.0101	0.0255
clock	0	0	0
sequential	0	0	0
## cell type report
cell class | count | area share, %
Multi-Input combinational cell | 44 | 42.4
Timing Repair Buffer | 67 | 39.8
Tap cell | 136 | 10.1
Inverter | 35 | 7.79
## per-layer routing
layer  up-vias  track usage [%]  part of all wire (%)
li1        358                -                     -
met1       358             6.06                    44
met2        35             7.10                    47
met3         0             1.13                   8.4
met4         0                0                     0
met5         -                0                     0
## logic make-up after synthesis
group | count (synthesis)
and+or+nand+nor | 11
muxes | 1
buffers and inverters | 35
adders and majority gates | 32
## final timing paths
check | from | to | slack [ns] | depth (start not counted)
setup / recovery | i_rs1_data[0] | o_br_equal | 2.43 | 40
hold / removal | i_br_un | o_br_less | 12.15 | 3
## metrics by stage
stage          instance area, µm²  setup slack [ns]  util, %  instances
6_report                     1690              2.43     16.5        282
5_1_grt                      1690              1.78     16.5        282
4_1_cts                      1690              2.17     16.5        282
3_5_place_dp                 1690              2.15     16.5        282
3_3_place_gp                 1690              2.25     16.5        282
2_1_floorplan                 846              4.28        -         79
